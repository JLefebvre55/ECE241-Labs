## run.sh

```bash
#!/bin/bash
# OpenROAD 26Q1-2900-gdf79404cd8, Yosys 0.63+post, stock flow scripts
make -C /OpenROAD-flow-scripts/flow DESIGN_CONFIG=/design/flow/config.mk WORK_HOME=/design/flow/orfs finish
```

## config.mk

```make
export PLATFORM = sky130hd
export DESIGN_NAME = hex_decoder
export DESIGN_NICKNAME = hex_decoder
export VERILOG_FILES = /design/flow/design.v
export SDC_FILE = /design/flow/constraint.sdc
export NUM_CORES = 4
export LEC_CHECK = 1
export CORE_AREA = 10 10 70 70
export DIE_AREA = 0 0 80 80
```

## constraint.sdc

```tcl
current_design hex_decoder

set clk_period 1.4
set clk_io_pct 0.2

create_clock -name clk0 -period $clk_period

set non_clock_inputs [all_inputs -no_clocks]
set_input_delay [expr $clk_period * $clk_io_pct] -clock clk0 $non_clock_inputs
set_output_delay [expr $clk_period * $clk_io_pct] -clock clk0 [all_outputs]
```

## design.v

```verilog
module hex_decoder(c, display);
    input [3:0] c;
    output [6:0] display;
    assign display[0] = ~(
        (~c[3] & ~c[2] & ~c[1] & ~c[0]) |  
        (~c[3] & ~c[2] &  c[1] & ~c[0]) |  
        (~c[3] & ~c[2] &  c[1] &  c[0]) |  
        (~c[3] &  c[2] & ~c[1] &  c[0]) |  
        (~c[3] &  c[2] &  c[1] & ~c[0]) |  
        (~c[3] &  c[2] &  c[1] &  c[0]) |  
        ( c[3] & ~c[2] & ~c[1] & ~c[0]) |  
        ( c[3] & ~c[2] & ~c[1] &  c[0]) |  
        ( c[3] & ~c[2] &  c[1] & ~c[0]) |  
        ( c[3] &  c[2] & ~c[1] & ~c[0]) |  
        ( c[3] &  c[2] &  c[1] & ~c[0]) |  
        ( c[3] &  c[2] &  c[1] &  c[0])    
    );
    assign display[1] = ~(
        (~c[3] & ~c[2] & ~c[1] & ~c[0]) |  
        (~c[3] & ~c[2] & ~c[1] &  c[0]) |  
        (~c[3] & ~c[2] &  c[1] & ~c[0]) |  
        (~c[3] & ~c[2] &  c[1] &  c[0]) |  
        (~c[3] &  c[2] & ~c[1] & ~c[0]) |  
        (~c[3] &  c[2] &  c[1] &  c[0]) |  
        ( c[3] & ~c[2] & ~c[1] & ~c[0]) |  
        ( c[3] & ~c[2] & ~c[1] &  c[0]) |  
        ( c[3] & ~c[2] &  c[1] & ~c[0]) |  
        ( c[3] &  c[2] & ~c[1] &  c[0])    
    );
    assign display[2] = ~(
        (~c[3] & ~c[2] & ~c[1] & ~c[0]) |  
        (~c[3] & ~c[2] & ~c[1] &  c[0]) |  
        (~c[3] & ~c[2] &  c[1] &  c[0]) |  
        (~c[3] &  c[2] & ~c[1] & ~c[0]) |  
        (~c[3] &  c[2] & ~c[1] &  c[0]) |  
        (~c[3] &  c[2] &  c[1] & ~c[0]) |  
        (~c[3] &  c[2] &  c[1] &  c[0]) |  
        ( c[3] & ~c[2] & ~c[1] & ~c[0]) |  
        ( c[3] & ~c[2] & ~c[1] &  c[0]) |  
        ( c[3] & ~c[2] &  c[1] & ~c[0]) |  
        ( c[3] & ~c[2] &  c[1] &  c[0]) |  
        ( c[3] &  c[2] & ~c[1] &  c[0])    
    );
    assign display[3] = ~(
        (~c[3] & ~c[2] & ~c[1] & ~c[0]) |  
        (~c[3] & ~c[2] &  c[1] & ~c[0]) |  
        (~c[3] & ~c[2] &  c[1] &  c[0]) |  
        (~c[3] &  c[2] & ~c[1] &  c[0]) |  
        (~c[3] &  c[2] &  c[1] & ~c[0]) |  
        ( c[3] & ~c[2] & ~c[1] & ~c[0]) |  
        ( c[3] & ~c[2] & ~c[1] &  c[0]) |  
        ( c[3] & ~c[2] &  c[1] &  c[0]) |  
        ( c[3] &  c[2] & ~c[1] & ~c[0]) |  
        ( c[3] &  c[2] & ~c[1] &  c[0]) |  
        ( c[3] &  c[2] &  c[1] & ~c[0])    
    );
    assign display[4] = ~(
        (~c[3] & ~c[2] & ~c[1] & ~c[0]) |  
        (~c[3] & ~c[2] &  c[1] & ~c[0]) |  
        (~c[3] &  c[2] &  c[1] & ~c[0]) |  
        ( c[3] & ~c[2] & ~c[1] & ~c[0]) |  
        ( c[3] & ~c[2] &  c[1] & ~c[0]) |  
        ( c[3] & ~c[2] &  c[1] &  c[0]) |  
        ( c[3] &  c[2] & ~c[1] & ~c[0]) |  
        ( c[3] &  c[2] & ~c[1] &  c[0]) |  
        ( c[3] &  c[2] &  c[1] & ~c[0]) |  
        ( c[3] &  c[2] &  c[1] &  c[0])    
    );
    assign display[5] = ~(
        (~c[3] & ~c[2] & ~c[1] & ~c[0]) |  
        (~c[3] &  c[2] & ~c[1] & ~c[0]) |  
        (~c[3] &  c[2] & ~c[1] &  c[0]) |  
        (~c[3] &  c[2] &  c[1] & ~c[0]) |  
        ( c[3] & ~c[2] & ~c[1] & ~c[0]) |  
        ( c[3] & ~c[2] & ~c[1] &  c[0]) |  
        ( c[3] & ~c[2] &  c[1] & ~c[0]) |  
        ( c[3] & ~c[2] &  c[1] &  c[0]) |  
        ( c[3] &  c[2] & ~c[1] & ~c[0]) |  
        ( c[3] &  c[2] &  c[1] & ~c[0]) |  
        ( c[3] &  c[2] &  c[1] &  c[0])    
    );
    assign display[6] = ~(
        (~c[3] & ~c[2] &  c[1] & ~c[0]) |  
        (~c[3] & ~c[2] &  c[1] &  c[0]) |  
        (~c[3] &  c[2] & ~c[1] & ~c[0]) |  
        (~c[3] &  c[2] & ~c[1] &  c[0]) |  
        (~c[3] &  c[2] &  c[1] & ~c[0]) |  
        ( c[3] & ~c[2] & ~c[1] & ~c[0]) |  
        ( c[3] & ~c[2] & ~c[1] &  c[0]) |  
        ( c[3] & ~c[2] &  c[1] & ~c[0]) |  
        ( c[3] & ~c[2] &  c[1] &  c[0]) |  
        ( c[3] &  c[2] & ~c[1] &  c[0]) |  
        ( c[3] &  c[2] &  c[1] & ~c[0]) |  
        ( c[3] &  c[2] &  c[1] &  c[0])    
    );
endmodule
```

==> results.py <==
# Physical implementation metrics
metrics = {
    "placed_design": {
        "io_buffer_count": 11,
        "placed_area_um2": 410.4,
        "hpwl_um": 624.3,
        "gp_congestion": 0.7367,
    },
    "timing": {
        "setup_slack_ns": -0.03378,
        "worst_pin_slew_ns": 0.1494,
        "slew_viol_final": 0,
        "min_period_over_period_pct": 102.4,
        "final-setup-viol-count": 2,
        "timing.fmax_mhz": 697.5,
        "tns_ns": -0.05021,
        "fin_crit_ns": 1.434,
        "finalHoldViolations": 0,
        "slew_headroom_pct": 90.04,
        "rsz0062_at_grt": "true",
    },
    "floorplan": {
        "die_x_um": 80,
        "die_height_um": 80,
        "rows": 21,
        "num_io_pins": 11,
        "fp.coreArea_um2": 3416,
        "die_area_um2": 6400,
        "fp_util_pct": 6.190,
    },
    "status": {
        "status": "finished, violations left",
        "violations": "setup timing",
    },
    "global_routing": {
        "grt_util_all_layers_pct": 3.002,
        "grt_pass1_vias": 345,
        "grt_max_degree": 12,
        "antenna_found_initial": 0,
        "grt_pass1_wl_um": 1642,
        "grt_overflow": 0,
    },
    "yosys": {
        "top_cells_by_count": "6 x nand2_1, 3 x a31oi_1",
        "netlist_area_um2": 211.5,
        "synth.area.mux_share_pct": 0,
        "synth_stat.cells": 36,
        "yosysTopAreaCell": "nand2_1",
        "synth_cell_types": 22,
        "ys_chip_area_um2": 211.5,
        "syn_inst": 36,
        "synth.top_cells.by_area": "nand2_1 11%, a31oi_1 8.9%, and2b_1 7.1%, nand2b_1 5.9%, buf_6 5.3%",
        "ys_sh_simple_pct": 52.07,
        "synth_area_per_cell_um2": 5.874,
        "ys_seq_share_pct": 0,
        "ys_warn_count": 0,
        "adder_share_pct": 0,
        "ys_sh_xor_pct": 4.142,
        "top_cell": "nand2_1",
        "synthAoiAreaFrac_pct": 28.40,
        "top_area_share_pct": 10.65,
        "top_logic_kind": "simple AND/OR/NAND/NOR gates",
    },
    "power": {
        "ir_drop_v": 0.00004304,
        "power_per_cell_area_nw_per_um2": 279.9,
        "p_leak_uw": 0.0002462,
    },
    "finish": {
        "fillers": 381,
        "regArea_um2": 0,
        "drive_gt1_share_pct": 62.30,
        "syn_to_final_growth_pct": 160.9,
        "stdcell_area_um2": 551.8,
        "n_clock_buffer": 0,
        "fin_util_pct": 16.15,
        "flops": 0,
    },
    "detailed_routing": {
        "routedWlPerCell_um": 9.037,
        "vias": 346,
        "postRouteAntennaNets": 0,
        "num_antenna_cells": 0,
        "drc": 0,
        "totalWireLength_um": 967,
        "viasPerCell": 3.234,
        "drtIter0Drc": 28,
        "drt_pass1_iterations": 3,
    },
    "setup_path": {
        "crit_arrival_ns": 1.15,
        "cpPeakStageDelay_ns": 0.22,
        "worstPathRequired_ns": 1.12,
        "crit_buf_inv": 3,
        "critPathCaptureType": "primary output",
        "path_delay_family": "AND-OR/OR-AND gates",
        "crit_type": "in2out",
        "critPathMaxFanout": 3,
        "start_kind": "primary input",
        "crit_chain": "buf_8, buf_6, or2_4, a22o_1, a31oi_1, buf_2",
        "cp_slowest_cell": "or2_4",
    },
    "clocking": {
        "ctsHoldBuffers": 0,
    },
    "hold_path": {
        "hp-class": "in2out",
        "worstHoldStart": "c[1]",
        "hold_end": "display[3]",
        "whs_path_depth": 4,
    },
    "run": {
        "warnings": 34,
        "cap_violations": 0,
    },
}
## stage by stage
stage	setup slack, ns	instances	total power (uW)	hold slack (ns)
floorplan	0.3136	36	48.22	0.6404
global placement	-0.8400	97	118.3	1.629
detailed placement	-0.8449	97	116.9	1.629
CTS	-0.2318	106	143.2	0.9064
global route	-0.06029	107	172.1	0.9288
finish	-0.03378	107	154.4	0.9077
## worst min-delay path, stage by stage
cell and delay, ns:
buf_6 0.11, nand2_1 0.07, a31oi_1 0.07, buf_2 0.10
## cells by family (layout without fill, tap and decap cells)
family / Yosys count / count (layout)
AOI/OAI and AO/OA: 10 / 10
xor gates and xnor gates: 1 / 1
buffers and inverters: 5 / 30
and+or+nand+nor: 20 / 20
## report_power, final
part | internal, uW | switching (uW) | total [uW]
registers | 0 | 0 | 0
clock network | 0 | 0 | 0
logic | 94.2 | 60.2 | 154
total | 94.2 | 60.2 | 154
## placed cells by master, fill, tap and decap left out
cell type / netlist / final
buf_6: 1 / 11
buf_4: 1 / 8
nand3_1: 2 / 2
xnor2_2: 0 / 1
a21oi_1: 2 / 1
nand2_1: 6 / 4
or3_4: 0 / 1
nand2b_1: 2 / 2
nor2_1: 2 / 1
o21ai_1: 1 / 3
buf_2: 2 / 5
nand2_2: 0 / 2
a21oi_2: 0 / 1
buf_8: 0 / 2
dlygate4sd2_1: 0 / 1
a31oi_2: 0 / 1
or2_4: 0 / 1
nor2_4: 0 / 1
a22oi_2: 0 / 1
nor3b_4: 0 / 1
inv_1: 1 / 1
nand4b_1: 1 / 1
clkbuf_2: 0 / 2
nand3b_1: 1 / 1
a31oi_1: 3 / 2
and2b_1: 2 / 2
nand4_1: 1 / 1
a22o_1: 1 / 1
## area by class of cell
type	count	area [um^2]	share of cell area (%)
inverter	1	3.754	0.6803
tap	46	57.56	10.43
multi-input combinational	31	232.7	42.18
timing repair buffer	29	257.7	46.71
## layer usage
layer | track usage [%] | vias to the layer above | part of all wire (%)
li1 | - | 180 | -
met1 | 4.222 | 160 | 48
met2 | 4.815 | 6 | 46
met3 | 0.6818 | 0 | 6.7
met4 | 0 | 0 | 0
met5 | 0 | - | 0
## worst max path at each step
stage / slack, ns / start / to / cells after the start
finish: -0.03 / c[3] / display[3] / 6
global route: -0.06 / c[3] / display[3] / 6
CTS: -0.23 / c[2] / display[2] / 5
## what timing repair did
action | CTS | global route
gates resized | 53 | 14
setup buffers | 9 | 2
setup endpoints to repair | 7 | 7
pin swaps | 8 | 7
Power is estimated from default activity; no workload was simulated.
