==> flow/design.v <==
module tff(T, CLK, Q, CLRN);
  input T, CLK, CLRN;
  output reg Q;
  always @ (posedge CLK) begin  
    if (!CLRN)  
      Q <= 0;  
    else  
      if (T)  
        Q <= ~Q;  
      else  
        Q <= Q;  
  end  
endmodule
module part1(Clock, Enable, Clear_b, CounterValue);
  input Clock, Enable, Clear_b;
  output [7:0] CounterValue;
  wire [7:0] q;
  wire [6:0] t;
	tff u1 (.T(Enable), .CLK(Clock), .CLRN(Clear_b), .Q(q[0]));
  assign t[0] = q[0] & Enable;
  tff u2 (.T(t[0]), .CLK(Clock), .CLRN(Clear_b), .Q(q[1]));
  assign t[1] = q[1] & t[0];
  tff u3 (.T(t[1]), .CLK(Clock), .CLRN(Clear_b), .Q(q[2]));
  assign t[2] = q[2] & t[1];
  tff u4 (.T(t[2]), .CLK(Clock), .CLRN(Clear_b), .Q(q[3]));
  assign t[3] = q[3] & t[2];
  tff u5 (.T(t[3]), .CLK(Clock), .CLRN(Clear_b), .Q(q[4]));
  assign t[4] = q[4] & t[3];
  tff u6 (.T(t[4]), .CLK(Clock), .CLRN(Clear_b), .Q(q[5]));
  assign t[5] = q[5] & t[4];
  tff u7 (.T(t[5]), .CLK(Clock), .CLRN(Clear_b), .Q(q[6]));
  assign t[6] = q[6] & t[5];
  tff u8 (.T(t[6]), .CLK(Clock), .CLRN(Clear_b), .Q(q[7]));
  assign CounterValue = q;
endmodule
==> flow/run.sh <==
#!/bin/bash
# OpenROAD 26Q1-2900-gdf79404cd8, Yosys 0.63+post, stock flow scripts
make -C /OpenROAD-flow-scripts/flow DESIGN_CONFIG=/design/flow/config.mk WORK_HOME=/design/flow/orfs finish
==> flow/config.mk <==
export PLATFORM = sky130hd
export DESIGN_NAME = part1
export DESIGN_NICKNAME = part1
export VERILOG_FILES = /design/flow/design.v
export SDC_FILE = /design/flow/constraint.sdc
export NUM_CORES = 4
export LEC_CHECK = 1
export CORE_AREA = 10 10 70 70
export DIE_AREA = 0 0 80 80
==> flow/constraint.sdc <==
current_design part1

set clk_period 1.6
set clk_io_pct 0.2

create_clock -name clk0 -period $clk_period [get_ports {Clock}]

set non_clock_inputs [all_inputs -no_clocks]
set_input_delay [expr $clk_period * $clk_io_pct] -clock clk0 $non_clock_inputs
set_output_delay [expr $clk_period * $clk_io_pct] -clock clk0 [all_outputs]
==> reports/qor.csv <==
stage;metric;value;unit
clock_network;Worst-path clk slew;0.05;ns
critical_path;cell family with most CP delay;buffers and inverters;
placement;placed inst area;509;um2
yosys;Synthesized registers;8;
clock_network;Insertion Delay late pin;0.25;ns
yosys;Post-Syn Area;404;um2
floorplanning;die area;6400;um2
routing;Via density;2.92;
clock_network;postcts setup bufs;0;
floorplanning;core box area;3420;um2
power;clock share of power;37.6;%
flow_run;Log Warnings;25;
placement;final RePlAce weighted congestion;0.788;
yosys;Yosys warning total;1;
flow_run;max-cap violation count;0;
critical_path;critical path launch point type;flip-flop;
layout;Logic cell area;180;um2
critical_path;Crit Path Class;flip-flop to primary output;
routing;Pre-Repair DR Iteration Count;3;
grt;first-pass GRT wire length;1320;um
routing;DRT iter0 DRCs;3;
critical_path;Buf/Inv on CP;1;
yosys;Unique cell types;14;
routing;DRC;0;
power;Leak;0.170;nW
clock_network;maximum clock path buffer count;2;
clock_network;hold-fix buffers at CTS;0;
timing;Final period util;93.9;%
grt;antenna violations before repair;0;
yosys;Cell area leaders;dfxtp_1, buf_4, xnor2_1;
clock_network;Root Driver;clkbuf_4;
yosys;sequential area share after synthesis;39.6;%
routing;Antenna Nets Post-Route;0;
clock_network;CTS H-tree depth;1;
clock_network;CTS resizes;0;
grt;largest net degree at the start of global routing;10;
timing;setup TNS;0;ns
grt;vias in the first global route;288;
timing;Final Skew;0.000254;ns
floorplanning;io pins;11;
timing;slew margin rel.;85.0;%
power;combinational power share;8.0;%
critical_path;worst-path cell chain;clkdlybuf4s50_1;
grt;remaining global-route overflow;0;
grt;gr usage total;2.61;%
timing;RSZ-0062 raised after global routing;false;
yosys;Top-area cell share;39.6;%
yosys;largest area contributor in the netlist;dfxtp_1;
status;status;complete, no violations;
min_path;hold crit path type;flip-flop to flip-flop;
power;Net Sw Frac;20.5;%
yosys;Synth Instances;43;
power;P_int;0.000314;W
timing;Final min period;1.50;ns
power;sequential share of power;54.4;%
power;Peak VDD IR;0.510;mV
floorplanning;FP Core Util;11.8;%
timing;Max Freq;0.665;GHz
clock_network;total CTS buffers;3;
yosys;Synth Area per Inst;9.40;um2
floorplanning;Die H;80;um
routing;Antenna Diode Count;0;
layout;final instance area;533;um2
critical_path;crit-path max FO;4;
clock_network;Clock Sink Count;8;
critical_path;largest stage delay on the critical path;0.51;ns
routing;WL per Instance;8.36;um
layout;Area growth, synth to finish;31.9;%
routing;Routed WL;794;um
critical_path;CP required;1.28;ns
critical_path;Worst Path Arrival;1.18;ns
yosys;synthesis area per yosys;404;um2
placement;DP HPWL;641;um
yosys;cell total in the yosys stat output;43;
power;sw power;0.0000809;W
timing;Slew @ Worst Pin;0.224;ns
timing;Max Slew Vio Count;0;
floorplanning;Die Width;80;um
placement;Port Buffers;10;
routing;overall via count from detail_route;277;
timing;Setup Viol. Count Final;0;
floorplanning;row cnt;21;
timing;final hold viol count;0;
critical_path;slowest cell on the critical path;clkdlybuf4s50_1;
layout;Filler Cell Count;403;
clock_network;TritonCTS clock tree;yes;
power;total power;0.000395;W
power;cell area power density;740;nW/um2
critical_path;Crit. End Element;primary output;
layout;layout cell share with drive strength beyond 1;12.2;%
layout;storage element area;161;um2
## final timing paths
| check | from | endpoint | slack [ns] | cells after the start |
|---|---|---|---|---|
| max | u2.Q | CounterValue[1] | 0.1 | 1 |
| min | u8.Q | u8.Q | 0.49 | 2 |
| max reg2reg | u2.Q | u6.Q | 0.42 | 3 |
| min reg2reg | u8.Q | u8.Q | 0.49 | 2 |
## kinds of logic after synthesis
kind of cell,share of synthesized area (%)
xor+xnor,8.67
buf+inv,15.8
simple gates,23.5
compound gates,12.4
flops,39.6
## through the flow
| stage | instances | hold WS (ns) | utilization, % | setup WS (ns) |
|---|---|---|---|---|
| floorplan | 43 | 0.442 | - | 0.494 |
| global placement | 92 | 0.473 | 14.9 | 0.0294 |
| detailed placement | 92 | 0.492 | 14.9 | 0.0103 |
| CTS | 95 | 0.499 | 15.6 | 0.0566 |
| global route | 95 | 0.544 | 15.6 | 0.00355 |
| finish | 95 | 0.494 | 15.6 | 0.0970 |
## metal layers
layer	global-route usage, %	wire, um	vias to the layer above
li1	-	-	153
met1	3.37	423	117
met2	3.77	325	7
met3	1.59	45	0
met4	0.176	0	0
met5	0	0	-
## flip-flops by register name, indices dropped and copies added, names as in the netlist
name / flops
u5.Q: 1
u2.Q: 1
u6.Q: 1
u8.Q: 1
u4.Q: 1
u7.Q: 1
u1.Q: 1
u3.Q: 1
## cells in the mapped netlist (all sizes together)
| master | instances |
|---|---|
| a21boi | 4 |
| and2 | 4 |
| buf | 8 |
| dfxtp | 8 |
| inv | 1 |
| nand2 | 2 |
| nand3 | 2 |
| nand4 | 2 |
| o21ai | 4 |
| or3 | 4 |
| xnor2 | 3 |
| xor2 | 1 |
## final cells by class
class,instances,area share (%)
Multi-Input combinational cell,26,33.8
Inverter,1,0.704
Tap cell,46,10.8
Timing Repair Buffer,11,20.2
Sequential cell,8,30.3
Clock buffer,3,4.23
## cell usage in the layout, fill, tap and decap left out, drive strengths merged
| master | netlist | routed |
|---|---|---|
| clkdlybuf4s50 | 0 | 10 |
| dfxtp | 8 | 8 |
| o21ai | 4 | 4 |
| or3 | 4 | 4 |
| and2 | 4 | 4 |
| a21boi | 4 | 4 |
| xnor2 | 3 | 3 |
| clkbuf | 0 | 3 |
| nand2 | 2 | 2 |
| nand3 | 2 | 2 |
| nand4 | 2 | 2 |
| xor2 | 1 | 1 |
| inv | 1 | 1 |
| buf | 8 | 1 |
## power by group through the flow
stage | combinational (W) | sequential, W | clock [W]
4_1_cts | 0.0000325 | 0.000214 | 0.000160
5_1_grt | 0.0000355 | 0.000216 | 0.000174
6_report | 0.0000316 | 0.000215 | 0.000148
## worst min-delay path: stages (launching register included)
cell	delay, ns
dfxtp_1	0.32
o21ai_0	0.07
a21boi_1	0.06
Power is estimated from default activity; no workload was simulated.
