## flow/run.sh

```bash
#!/bin/bash
# OpenROAD 26Q1-2900-gdf79404cd8, Yosys 0.63+post, stock flow scripts
make -C /OpenROAD-flow-scripts/flow DESIGN_CONFIG=/design/flow/config.mk WORK_HOME=/design/flow/orfs finish
```

## flow/config.mk

```make
export PLATFORM = sky130hd
export DESIGN_NAME = part2
export DESIGN_NICKNAME = part2
export VERILOG_FILES = /design/flow/design.v
export SDC_FILE = /design/flow/constraint.sdc
export NUM_CORES = 4
export LEC_CHECK = 1
export CORE_AREA = 10 10 83 83
export DIE_AREA = 0 0 93 93
```

## flow/constraint.sdc

```tcl
current_design part2

set clk_period 4.6
set clk_io_pct 0.2

create_clock -name clk0 -period $clk_period [get_ports {ClockIn}]

set non_clock_inputs [all_inputs -no_clocks]
set_input_delay [expr $clk_period * $clk_io_pct] -clock clk0 $non_clock_inputs
set_output_delay [expr $clk_period * $clk_io_pct] -clock clk0 [all_outputs]
```

## flow/design.v

```verilog
module part2(ClockIn, Reset, Speed, CounterValue);
  input Reset, ClockIn;
  input [1:0] Speed;
  output [3:0] CounterValue;
  reg[3:0] q = 4'b0000; 
  reg [10:0] RateDivider = 11'b00000000000;
  reg Enable = 1'b1;
  always @(posedge ClockIn)  
  begin
    if(RateDivider == 11'b00000000000)
      Enable <= 1'b1;
    else
      Enable <= 1'b0;
    if(Reset == 0)        
      q <= 0;                 
    else if(q == 4'b1111)    
      q <= 0;                 
    else if(Enable == 1'b1)  
      q <= q + 1;             
    if(RateDivider == 11'b00000000000)  
      if(Speed == 2'b01)  
        RateDivider <= 11'b00111110100;
      else if(Speed == 2'b10)  
        RateDivider <= 11'b01111101000;
      else if(Speed == 2'b11)  
        RateDivider <= 11'b11111010000;
    else
      RateDivider <= RateDivider - 1;
  end
  assign CounterValue = q;
endmodule
```

==> results.txt <==
run results: total number of vias 625, chip area in the Yosys report 873 µm², final worst clock skew 0.00239 ns, total of buffers placed on input and output ports 7, global-route wire length before repair 2800 µm, initial drt markers 31, final sum of negative setup slack 0 ns, post-synthesis cell count 81, Startpoint Class flip-flop, residual antenna-violating net count after detailed routing 0, syn_area_per_cell 10.8 µm², Layout fillers 587, area of all sequential standard cells approximately 430 µm², top achievable clock speed 427 MHz, hold path cells 2, Routed WL per cell between 9 and 10 µm, floorplan utilization 17.0%, Max-Cap Viols 0, Final Hold Fails 0, Initial DRT Pass Iterations 4, clock net sink count 16, number of pins with negative max-slew slack in the final report 0, worst relative slew slack between 50% and 60%, relative area change from synthesis to final layout 23.8%, Row Count 26, register area share after synthesis 49.3%, min Tclk post-route 2.34 ns, Worst Reg-to-Reg Cells 5, number of buffers added to fix hold violations after cts 0, core outline area between 5000 and 6000 µm², via density per instance 3.91, number of top-level pins 8, arrival time of the worst setup path 2.30 ns, count of instances resized after the clock tree is built 0, launch point of the worst reg-to-reg path RateDivider[0]$_SDFFCE_PP0P_, largest net degree at the start of global routing 10, buffers from clock root to sink, at most 2, Total Die Area 8650 µm², number of remaining DRC errors 0, number of antenna violations at the first check in global routing 0, share of flip-flops with an asynchronous set or reset after synthesis 0%, classification of the worst-slack hold path reg2reg, Clk pin slew, worst setup/hold paths 0.06 ns, root cell of the clock tree sky130_fd_sc_hd__clkbuf_8, reg-to-reg slack, setup 2.26 ns, post-detailed-routing wire length 1580 µm, hpwl dp 1170 µm, post-CTS repair timing setup buffer count 0, TritonCTS clock tree yes, post-layout period usage about half, Distinct cells, synth 30, Main synth FF type sky130_fd_sc_hd__edfxtp_1, data required time of the critical path between 4 and 5 ns, Reg2Reg Capture Point RateDivider[1]$_SDFFCE_PP0P_, insertion delay at the late pin of the worst-skew pair 0.25 ns, depth of the CTS H-tree 1, cts bufs inserted 3, number of synthesized flops with an enable pin 11, unrepaired setup endpoints after global routing no, outcome complete, no violations, area of the multi-input gates 412 µm², final RePlAce weighted congestion 0.793, Hold Crit Endpoint q[3]$_SDFFE_PP0P_, overall track demand over capacity in global routing roughly 3.9%, largest fanout on the critical path 9, placement-stage worst setup slack 2.21 ns, source of the worst hold timing path q[3]$_SDFFE_PP0P_, standby leakage power ~0.37 nW, power per unit of standard cell area 270 nW/µm², Worst Setup Path Type reg2reg, share of cells above drive strength 1 8.89%, via count of the first global-routing pass 615, height of the die 93 µm, Remaining Overflow, GRT 0, final tally of setup violations 0, measured slew at the worst slew-check pin 0.613 ns, number of cells in the yosys synthesis report a little over 80, CP endpoint kind flip-flop, number of flip-flops and latches in the synthesized netlist 16, total standard cell area after synthesis 873 µm², Peak VDD IR 114 µV, end-of-flow core utilization about a fifth, warning count from the yosys run 1, Log Warnings 29, worst setup slack after layout between 2 and 2.5 ns, die width 93 µm, count of antenna diodes in the layout 0
## logic make-up (layout without fill, tap and decap cells)
kind of cell	Yosys count	after routing	synth area share, %
mux	1	1	1.15
fa+ha+maj	7	7	10.0
simple gates	29	29	19.1
buf+inv	8	17	3.58
flops	16	16	49.3
xor+xnor	5	5	5.01
compound gates	15	15	11.9
## state kept, by name (all words and copies together), names as in the netlist
register	flops
Enable	1
q	4
RateDivider	11
## layout make-up
type                            count  area share, %
Clock buffer                        4           5.09
Inverter                            5           1.74
Multi-Input combinational cell     57           38.1
Sequential cell                    16           39.8
Tap cell                           70           8.10
Timing Repair Buffer                8           7.18
## critical path: stages, from the launching register on
cell and delay [ns]:
sky130_fd_sc_hd__edfxtp_1 0.42, sky130_fd_sc_hd__inv_1 0.10, sky130_fd_sc_hd__ha_1 0.14, sky130_fd_sc_hd__or4b_2 0.59, sky130_fd_sc_hd__nor3_1 0.50, sky130_fd_sc_hd__buf_4 0.29
## how the worst max path moves through the flow
stage                                        start                      endpoint  slack (ns)  cells past startpoint
final                 RateDivider[0]$_SDFFCE_PP0P_  RateDivider[1]$_SDFFCE_PP0P_        2.26                      5
after CTS             RateDivider[0]$_SDFFCE_PP0P_  RateDivider[5]$_SDFFCE_PP1P_        2.23                      5
after global routing  RateDivider[0]$_SDFFCE_PP0P_  RateDivider[5]$_SDFFCE_PP1P_        2.13                      5
## synth_stat cells, drive strengths merged (2+ instances only)
| master | count | share of area [%] |
|---|---|---|
| nor2 | 8 | 3.4 |
| inv | 5 | 2.1 |
| o211ai | 2 | 1.7 |
| xor2 | 4 | 4.0 |
| o31ai | 4 | 3.4 |
| edfxtp | 11 | 38 |
| a21o | 2 | 1.7 |
| nand3 | 3 | 1.7 |
| or4 | 6 | 5.2 |
| a31oi | 2 | 1.4 |
| dfxtp | 5 | 11 |
| nand2 | 2 | 0.86 |
| a21oi | 2 | 1.1 |
| ha | 7 | 10 |
| nor2b | 2 | 1.4 |
| clkbuf | 2 | 0.86 |
## layout by cell type (no fill, tap or decap), drive strengths merged, types with 2 or more instances in the layout
cell,n
a21o,2
a21oi,2
a31oi,2
clkbuf,4
clkdlybuf4s50,7
dfxtp,5
edfxtp,11
ha,7
inv,5
nand2,2
nand3,3
nor2,8
nor2b,2
o211ai,2
o31ai,4
or4,6
xor2,4
## metrics by stage
stage	power (W)	hold slack, ns	cell area [µm²]	instances
2_1_floorplan	0.000166	0.479	873	81
3_3_place_gp	0.000171	0.527	1030	156
3_5_place_dp	0.000172	0.536	1030	156
4_1_cts	0.000294	0.549	1080	160
5_1_grt	0.000302	0.594	1080	160
6_report	0.000292	0.541	1080	160
## per-layer routing
layer / vias up / track usage, % / share of wire [%]
li1: 322 / - / -
met3: 2 / 1.45 / 7.5
met1: 281 / 5.19 / 45
met4: 0 / 0.900 / 1.9
met5: - / 0 / 0
met2: 20 / 5.84 / 45
## power breakdown
part	switching, W	internal (W)	total, W	leakage, nW
logic	0.00000767	0.00000735	0.0000150	0.201
clock network	0.0000472	0.0000758	0.000123	0.0288
registers	0.00000000371	0.000153	0.000153	0.139
Power figures rest on the tool's default switching activity, not on a simulated workload.
